==> ./design.v <==
`default_nettype none
module rob (
    input  wire                        clk,
    input  wire                        rst_n,
    input  wire                        i_stall,
    input  wire                        i_dp_vld_1,
    input  wire [6-1:0]     i_dp_ptr_1,
    input  wire                        i_dp_rd_wr_en_1,
    input  wire [5-1:0]    i_dp_rd_wr_addr_1,
    input  wire                        i_dp_is_st_1,
    input  wire                        i_dp_is_br_1,
    input  wire [32-1:0]   i_dp_pc_1,
    input  wire [10-1:0]   i_dp_ghr_1,
    input  wire                        i_dp_vld_2,
    input  wire [6-1:0]     i_dp_ptr_2,
    input  wire                        i_dp_rd_wr_en_2,
    input  wire [5-1:0]    i_dp_rd_wr_addr_2,
    input  wire                        i_dp_is_st_2,
    input  wire                        i_dp_is_br_2,
    input  wire [32-1:0]   i_dp_pc_2,
    input  wire [10-1:0]   i_dp_ghr_2,
    input  wire [6-1:0]     i_ex_alu_rrftag,
    input  wire                        i_exfin_alu,
    input  wire [6-1:0]     i_ex_mul_rrftag,
    input  wire                        i_exfin_mul,
    input  wire [6-1:0]     i_ex_ld_rrftag, 
    input  wire                        i_exfin_ld, 
    input  wire [6-1:0]     i_ex_st_rrftag, 
    input  wire                        i_exfin_st,
    input  wire [6-1:0]     i_ex_br_rrftag, 
    input  wire                        i_exfin_br,
    input  wire [32-1:0]   i_exfin_br_jmpaddr, 
    input  wire                        i_exfin_br_jmpcond,  
    output wire [2-1:0]   o_com_num,
    output wire                        o_com_vld_1,
    output wire [6-1:0]     o_com_ptr_1,
    output wire                        o_com_rd_wr_en_1,
    output wire [5-1:0]    o_com_rd_wr_addr_1,
    output wire                        o_com_vld_2,
    output wire [6-1:0]     o_com_ptr_2,
    output wire                        o_com_rd_wr_en_2,
    output wire [5-1:0]    o_com_rd_wr_addr_2,
    output wire                        o_com_st,
    output wire                        o_com_br,
    output wire [32-1:0]   o_com_pc,
    output wire [10-1:0]   o_com_ghr,
    output wire [32-1:0]   o_com_jmpaddr,
    output wire                        o_com_jmpcond
);
    reg  [6-1:0]   com_ptr;
    reg  [64-1:0]   finish;
    reg  [64-1:0]   rd_wr_en;
    reg  [5-1:0]  rd_wr_addr [0:64-1];
    reg  [64-1:0]   is_st;
    reg  [64-1:0]   is_br;
    reg  [32-1:0] pc [0:64-1];
    reg  [10-1:0] ghr [0:64-1];
    reg  [32-1:0] jmpaddr [0:64-1];
    reg  [64-1:0]   jmpcond;  
    wire com_ptr_finish_1;
    wire com_ptr_finish_2;
    assign o_com_ptr_1      = com_ptr;
    assign o_com_ptr_2      = com_ptr + 'd1;
    assign com_ptr_finish_1 = finish[o_com_ptr_1];
    assign com_ptr_finish_2 = finish[o_com_ptr_2];
    always @(posedge clk) begin
        if (!rst_n) begin
            com_ptr <= 'd0;
        end else begin
            com_ptr <= com_ptr + o_com_vld_1 + o_com_vld_2;
        end
    end
    always @(posedge clk) begin
        if (!rst_n) begin
            finish <= 'd0;
        end else begin
            if (i_stall) begin  
                finish[i_dp_ptr_1] <= finish[i_dp_ptr_1];
                finish[i_dp_ptr_2] <= finish[i_dp_ptr_2];
            end else begin
                if (i_dp_vld_1) begin
                    finish[i_dp_ptr_1] <= 'd0;
                end
                if (i_dp_vld_2) begin
                    finish[i_dp_ptr_2] <= 'd0;
                end     
            end  
            if (i_exfin_alu) begin
                finish[i_ex_alu_rrftag] <= 'd1;
            end
            if (i_exfin_mul) begin
                finish[i_ex_mul_rrftag] <= 'd1;
            end
            if (i_exfin_ld) begin
                finish[i_ex_ld_rrftag] <= 'd1;
            end
            if (i_exfin_st) begin
                finish[i_ex_st_rrftag] <= 'd1;
            end
            if (i_exfin_br) begin
                finish[i_ex_br_rrftag] <= 'd1;
            end
        end
    end
    always @(posedge clk) begin
        if (i_stall) begin
        end else begin
            if (i_dp_vld_1) begin
                rd_wr_en[i_dp_ptr_1]   <= i_dp_rd_wr_en_1;
                rd_wr_addr[i_dp_ptr_1] <= i_dp_rd_wr_addr_1;
                is_st[i_dp_ptr_1]      <= i_dp_is_st_1;
                is_br[i_dp_ptr_1]      <= i_dp_is_br_1;
                pc[i_dp_ptr_1]         <= i_dp_pc_1;
                ghr[i_dp_ptr_1]        <= i_dp_ghr_1;
            end
            if (i_dp_vld_2) begin
                rd_wr_en[i_dp_ptr_2]   <= i_dp_rd_wr_en_2;
                rd_wr_addr[i_dp_ptr_2] <= i_dp_rd_wr_addr_2;
                is_st[i_dp_ptr_2]      <= i_dp_is_st_2;
                is_br[i_dp_ptr_2]      <= i_dp_is_br_2;
                pc[i_dp_ptr_2]         <= i_dp_pc_2;
                ghr[i_dp_ptr_2]        <= i_dp_ghr_2;
            end     
            if (i_exfin_br) begin
                jmpaddr[i_ex_br_rrftag] <= i_exfin_br_jmpaddr;
                jmpcond[i_ex_br_rrftag] <= i_exfin_br_jmpcond;
            end
        end      
    end
    assign o_com_num          = {1'b0, o_com_vld_1} + {1'b0, o_com_vld_2};
    assign o_com_vld_1        = com_ptr_finish_1; 
    assign o_com_rd_wr_en_1   = rd_wr_en[o_com_ptr_1];
    assign o_com_rd_wr_addr_1 = rd_wr_addr[o_com_ptr_1];
    assign o_com_vld_2        = com_ptr_finish_1 && com_ptr_finish_2 && (!is_st[o_com_ptr_1]) && (!is_br[o_com_ptr_1]); 
    assign o_com_rd_wr_en_2   = rd_wr_en[o_com_ptr_2];
    assign o_com_rd_wr_addr_2 = rd_wr_addr[o_com_ptr_2];
    assign o_com_st           = (o_com_vld_1 && is_st[o_com_ptr_1]) || (o_com_vld_2 && is_st[o_com_ptr_2]);
    assign o_com_br           = (o_com_vld_1 && is_br[o_com_ptr_1]) || (o_com_vld_2 && is_br[o_com_ptr_2]); 
    assign o_com_pc           = is_br[o_com_ptr_1] ? i_dp_pc_1 : i_dp_pc_2;
    assign o_com_ghr          = is_br[o_com_ptr_1] ? ghr[o_com_ptr_1] : ghr[o_com_ptr_2];
    assign o_com_jmpaddr      = is_br[o_com_ptr_1] ? jmpaddr[o_com_ptr_1] : jmpaddr[o_com_ptr_2];
    assign o_com_jmpcond      = is_br[o_com_ptr_1] ? jmpcond[o_com_ptr_1] : jmpcond[o_com_ptr_2];
endmodule
`default_nettype wire
==> ./run.sh <==
#!/bin/bash
# OpenROAD 26Q1-2900-gdf79404cd8, Yosys 0.63+post, stock flow scripts
make -C /OpenROAD-flow-scripts/flow DESIGN_CONFIG=/design/flow/config.mk WORK_HOME=/design/flow/orfs finish
==> ./config.mk <==
export PLATFORM = sky130hd
export DESIGN_NAME = rob
export DESIGN_NICKNAME = rob
export VERILOG_FILES = /design/flow/design.v
export SDC_FILE = /design/flow/constraint.sdc
export NUM_CORES = 4
export LEC_CHECK = 1
export CORE_UTILIZATION = 50
export SYNTH_HDL_FRONTEND = slang
==> ./constraint.sdc <==
current_design rob

set clk_period 168.9
set clk_io_pct 0.2

create_clock -name clk0 -period $clk_period [get_ports {clk}]

set non_clock_inputs [all_inputs -no_clocks]
set_input_delay [expr $clk_period * $clk_io_pct] -clock clk0 $non_clock_inputs
set_output_delay [expr $clk_period * $clk_io_pct] -clock clk0 [all_outputs]
==> flow_metrics.tcl <==
# implementation run metrics
set metrics [dict create \
    via_per_inst 6.71 \
    die_w_um 561 \
    synthTopCellsByCount "3,264 x edfxtp_1, 1,253 x nand2_1, 963 x mux2_2, 812 x clkbuf_1, 559 x a21oi_1" \
    cts_sinks 3334 \
    wl_per_cell_um 36.3 \
    cp_top_family "buffers and inverters" \
    maxCapViolations 0 \
    chip_area_mm2 0.315 \
    grt_pass1_wl_um 812000 \
    hold_buffers 0 \
    io_pins 290 \
    ctsResizeCount 0 \
    irDropWorstVdd_mv 0.00956 \
    grt_setup_unrepaired "no" \
    power.total_mw 1.84 \
    grt_overflow_total 0 \
    drv_slew 0 \
    die_height_um 561 \
    nFillCells 23574 \
    arrival_ns 34.96 \
    top_cell_area_share 0.627 \
    postRouteAntennaNets 0 \
    synthDistinctLibCells 80 \
    hold_violations 0 \
    required_ns 135.12 \
    yosys_area_mm2 0.156 \
    endpoint_kind "primary output" \
    seq_area_frac_synth 0.636 \
    clkTransAtPathRegs_ns 0.05 \
    outcome "complete, no violations" \
    setup-tns-final_ns 0 \
    async_flop_share 0 \
    cts_max_level 5 \
    synthCells 11410 \
    clk_latency_ns 0.92 \
    grt_max_degree 94 \
    clockBufferDepth 4 \
    fp_util 0.504 \
    netlist_area_mm2 0.156 \
    p_leak_nw 57.1 \
    path_class "in2out" \
    drc_errors 0 \
    gp_congestion 0.972 \
    avgSynthCellArea_um2 13.7 \
    synth_top_flop_cell "edfxtp_1" \
    antenna_found_initial 30 \
    cts-root-buf "clkbuf_16" \
    post_cts_buffers 0 \
    slowest_delay_ns 0.51 \
    slowest_stage "clkdlybuf4s50_1" \
    period_needed_ns 68.74 \
    vias 106765 \
    finClkSkew_ns 0.0296 \
    area_growth_pct 12.6 \
    ys_seq_elements 3334 \
    grt_pass1_vias 109750 \
    yosysCellCount 11410 \
    min_period_over_period 0.407 \
    io_buffers 289 \
    synth.most_common_cell "edfxtp_1" \
    ys_warn_count 0 \
    path_cells "clkdlybuf4s50_1, nand2_1, nand2_1, clkdlybuf4s50_1" \
    min_path_type "reg2reg" \
    cts_tree "yes" \
    drive_gt1_frac 0.231 \
    rows 204 \
    crit_fanout 1 \
    path_buffers 2 \
    drt_iter0_markers 8198 \
    yosys-top-cells-area "edfxtp_1 63%, mux2_2 6.9%, mux4_2 5.2%" \
    max_freq_mhz 14.5 \
    slew_headroom 0.210 \
    edf_count 3264 \
    tool_warnings 26 \
    tightest_slew_ns 1.17 \
    reg2reg_slack_ns 162.64 \
    pwr_density_cell_mw_per_mm2 10.5 \
    grtUsageTotal 0.404 \
    cts_buffers 359 \
    first_pass_iters 9 \
    post-dp-hpwl_um 350000 \
    finalSetupViolations 0 \
    yosys.area.top_type "edfxtp_1" \
    startpoint_type "input port" \
    wirelength_um 577000 \
    core_mm2 0.310 \
]
[metal layers]
metal | vias up | track usage | part of all wire
li1 | 44981 | - | -
met1 | 52452 | 0.493 | 0.31
met2 | 7752 | 0.564 | 0.45
met3 | 1538 | 0.268 | 0.16
met4 | 42 | 0.215 | 0.073
met5 | - | 0.0247 | 0.0017
[path summary, 6_finish.rpt]
kind | startpoint | endpoint | cells past startpoint
hold reg to reg | finish[38] | finish[38] | 2
hold / removal | finish[38] | finish[38] | 2
setup / recovery | i_dp_pc_1[11] | o_com_pc[11] | 4
setup reg to reg | o_com_ptr_1[0] | o_com_ptr_1[4] | 17
[placed cells by master (no fill, tap or decap), drive strengths merged, types with 19 or more instances in the layout]
cell	count
a221oi	73
buf	607
o41a	47
a21boi	21
nor4b	42
a31oi	97
nor2	459
mux2i	399
clkdlybuf4s50	218
and3	482
bufinv	24
clkinv	163
edfxtp	3264
mux4	360
clkbuf	458
a22oi	161
mux2	965
a32oi	133
o21ai	340
nor3	44
nor2b	71
a211oi	500
o22ai	128
nand3	353
nand4	59
inv	19
a311oi	29
nand2	1253
dfxtp	70
a31o	125
a21oi	560
nor4	136
[registers in the layout (all words and copies together), names as in the netlist]
register	count
is_st	64
rd_wr_en	64
finish	64
rd_wr_addr	320
jmpcond	64
jmpaddr	2048
is_br	64
o_com_ptr_1	6
ghr	640
[tightest hold or removal path, delay by kind of cell (launching register included)]
family | cells | cell delay (ns)
compound gates | 2 | 0.13
flops | 1 | 0.31
[cell type report]
class / count / area [um^2] / share of cell area
well taps: 4120 / 5150 / 0.0293
repair buffers: 825 / 6640 / 0.0378
inverters: 11 / 53.8 / 0.000306
multi-input cells: 6955 / 53300 / 0.303
flip-flops and latches: 3334 / 99400 / 0.565
clock buffers: 458 / 9560 / 0.0543
diodes: 8 / 20.0 / 0.000114
clock inverters: 201 / 1710 / 0.00974
[stage by stage]
step,cell area [um^2],worst slack [ns],util,hold slack [ns],instances
6_report,176000,100.17,0.567,0.497,15912
5_1_grt,176000,100.12,0.567,0.506,15911
4_1_cts,176000,100.16,0.567,0.498,15904
3_5_place_dp,165000,100.16,0.531,0.486,15245
3_3_place_gp,165000,100.14,0.531,0.483,15245
2_1_floorplan,156000,101.27,-,0.464,11410
[power breakdown]
group	switching [mW]	internal, mW	leakage [nW]
Combinational	0.102	0.0513	21.6
Sequential	0.00368	0.916	30.1
Clock	0.329	0.437	5.52
[cells by family (layout without fill, tap and decap cells)]
family	Yosys count	after routing	share of synthesized area
other	0	8	0
multiplexers	1724	1724	0.147
flip-flops	3334	3334	0.636
adder cells (fa/ha/maj)	4	4	0.000368
AND/OR/NAND/NOR	2979	2979	0.0900
buffers and inverters	1121	1495	0.0295
XOR/XNOR	7	7	0.000392
AND-OR/OR-AND	2241	2241	0.0963
Power figures rest on the tool's default switching activity, not on a simulated workload.
